==> design/flow/constraint.sdc <==
current_design adder_structure_reg

set clk_period 19.0
set clk_io_pct 0.2

create_clock -name clk0 -period $clk_period [get_ports {clk}]

set non_clock_inputs [all_inputs -no_clocks]
set_input_delay [expr $clk_period * $clk_io_pct] -clock clk0 $non_clock_inputs
set_output_delay [expr $clk_period * $clk_io_pct] -clock clk0 [all_outputs]
==> design/flow/run.sh <==
#!/bin/bash
# OpenROAD 26Q1-2900-gdf79404cd8, Yosys 0.63+post, stock flow scripts
make -C /OpenROAD-flow-scripts/flow DESIGN_CONFIG=/design/flow/config.mk WORK_HOME=/design/flow/orfs finish
==> design/flow/config.mk <==
export PLATFORM = sky130hd
export DESIGN_NAME = adder_structure_reg
export DESIGN_NICKNAME = adder_structure_reg
export VERILOG_FILES = /design/flow/design.v
export SDC_FILE = /design/flow/constraint.sdc
export NUM_CORES = 4
export LEC_CHECK = 1
export CORE_AREA = 10 10 107 107
export DIE_AREA = 0 0 117 117
==> design/flow/design.v <==
module D_FF_1 (q, d, clk);
    output reg q;
    input d, clk;
    always @(posedge clk) 
    begin
        q <= d;    
    end
endmodule
module D_FF (q, d, clk);
    output [31:0] q;
    input [31:0] d;
    input clk;
    genvar i;
    generate
        for (i = 0;i < 32 ; i=i+1) 
        begin : D_FF_loop
            D_FF_1 utt8 (q[i], d[i], clk);
        end
    endgenerate
endmodule
module FA (sum, c_out, a, b, c_in);
    output sum;
    output c_out;
    input a, b;
    input c_in;
    wire c1, s1, s2;
    xor(s1, a, b);
    and(c1, a, b);
    xor(sum, c_in, s1);
    and(s2, c_in, s1);
    xor(c_out, c1, s2);
endmodule
module adder_structure (s, co, a, b, ci);
    parameter N = 32;
    output [N-1:0] s;
    output co;
    input [N-1:0] a, b;
    input ci;
    wire [N:0] c;
    assign c[0] = ci;
    genvar i;
    generate
        for(i = 0; i < N; i=i+1)
            begin:FA_loop
                FA fa(s[i], c[i+1], a[i], b[i], c[i]);
            end
    endgenerate
    assign co = c[N];
endmodule
module adder_structure_reg (s, co, a, b, ci, clk);
    parameter N = 32;
    output [N-1:0] s;
    output co;
    input [N-1:0] a, b;
    input ci, clk;
    wire [N-1:0] sum;
    wire c_out;
    adder_structure uut4 (sum, c_out, a, b, ci);
    D_FF utt5 (s, sum, clk);
    D_FF_1 utt6 (co, c_out, clk);
endmodule
==> qor.txt <==
Port Buf Inserts = 98
Synth top area share = 42.9%
Stage-log warning count = 25
Layout Cell Area excl Fill = 0.00250 mm²
Cells after DPL = 274
CTS Hold Buffers Added = 0
Overall die width = 117 µm
Fillers = 954
Cycle use final = 88.1%
Min Clock Period, post-route = 16.74 ns
Fin. Hold Viols = 0
Final setup TNS = 0 ns
Largest area contributor in the netlist = dfxtp_1
Outcome = finished clean
HP Class = input pin to flip-flop
Detail Route Antenna Nets = 0
Detailed placement HPWL = 3.55 mm
Min-Delay Startpoint = ci
Final setup vio count = 0
Max-Cap Viols = 0
Core Util, Final = 27.2%
Seq/Total Area, Yosys = 42.9%
Largest net degree at the start of global routing = 11
Antenna cells = 0
Lkg Pwr = 0.940 nW
Post-route insts no fill = 282
Initial antenna violation count = 0
Fin worst setup slack = 2.26 ns
Tot Pwr = 0.192 mW
Max-slew violation count = 0
Critical Path Max Stage Delay = 0.44 ns
Post-synthesis cell type count = 3
Synth top area cells = dfxtp_1 (43%), fa_1 (42%), buf_4 (16%)
Area of the core = 0.00920 mm²
Floorplan utilization = 16.8%
Number of H-tree levels = 2
Top-count cell post-synth = dfxtp_1
# Cells Yosys = 97
Hold path depth = 2
Worst setup path startpoint = a[0]
Post-Syn Instances = 97
Synth top cells by count = dfxtp_1 (33), buf_4 (32), fa_1 (32)
GRT Util Overall = 5.39%
EDFF count, synth = 0
CP Data Arrival Time = 16.90 ns
Rows = 35
Placed Instance Area = 0.00242 mm²
RSZ-0062 raised after global routing = no
Gp weighted congestion = 0.738
Mapped Area = 0.00154 mm²
Number of global-route vias before repair = 1,080
VDD IR max = 23.4 µV
Slew @ Worst Pin = 0.127 ns
First-pass GRT wire length = 5.61 mm
Share of cells above drive strength 1 = 4.09%
Achievable Freq = 0.0597 GHz
Setup bufs post-CTS = 0
1st-pass router iterations = 2
Worst-path clk slew = 0.07 ns
Async S/R FF share, synth = 0%
Vias = 880
CP dominant cell by count = fa_1
Yosys warning tally = 1
CTS Buf Count = 5
Setup crit start kind = input pin
Post-route DRC = 0
GRT overflow = 0
FF+latch area = 661 µm²
Yosys stat chip area = 0.00154 mm²
CTS max path bufs = 2
Worst setup EP type = flip-flop
Logic area = 641 µm²
WP data required = 19.16 ns
CTS tree = yes
Die Ht = 117 µm
I/O pins = 99
Post-DR wirelength/cell = 13.4 µm
Crit Path Class = input pin to flip-flop
Largest fanout on the critical path = 1
FF+latch count, synth = 33
Root buffer cell = clkbuf_8
Setup slack after placement = 1.85 ns
Area growth syn-to-layout = 62.4%
Post-cts sizing count = 0
Sink Count = 33
CP max stage cell = fa_1
Initial drt markers = 21
Syn_area_per_cell = 15.9 µm²
Top_reg_cell synth = dfxtp_1
Drt via density = 3.12
Worst rel slew slack = 91.5%
Final hold slack = 4.18 ns
Pwr Density = 76.7 mW/mm²
Chip area = 0.0137 mm²
Post-Route WL = 3.79 mm
-- cell usage in the layout (no fill, tap or decap) --
master | netlist | routed
clkinv_2 | 0 | 2
clkbuf_8 | 0 | 5
fa_1 | 32 | 32
dfxtp_1 | 33 | 33
clkdlybuf4s50_1 | 0 | 98
clkbuf_1 | 0 | 1
-- layout make-up --
cell class	instances	share of cell area, %
flip-flops and latches	33	26.4
well taps	111	5.55
multi-input cells	32	25.6
clock inverters	2	0.400
repair buffers	98	39.2
clock buffers	6	2.90
-- routing by layer --
layer | vias to the layer above | GRT usage [%] | routed length, µm | share of wire (%)
li1 | 405 | - | - | -
met1 | 434 | 5.86 | 1230 | 32
met2 | 39 | 10.2 | 2210 | 58
met3 | 2 | 1.50 | 289 | 7.6
met4 | 0 | 0.988 | 55 | 1.5
met5 | - | 0 | 0 | 0
-- worst paths after layout --
path / slack [ns] / to
max: 2.26 / utt5.D_FF_loop[31].utt8.q
min: 4.18 / utt5.D_FF_loop[0].utt8.q
-- critical path: cells and delay by family --
kind                     cells  cell delay, ns
adder cells (fa/ha/maj)     32           12.65
buffers and inverters        1            0.43
-- kinds of logic (layout without fill, tap and decap cells) --
logic type	count (synthesis)	after routing	share of synthesized area, %
adder cells (fa/ha/maj)	32	32	41.6
buffers and inverters	32	106	15.6
flip-flops	33	33	42.9
-- sequential cells by signal, indices dropped and copies added (netlist names) --
signal,count
utt5.D_FF_loop.utt8.q,32
utt6.q,1
-- report_power, final --
part	leakage (nW)	switching (mW)	internal, mW
clock network	0.0450	0.0243	0.0254
logic	0.617	0.0139	0.0412
registers	0.278	0.00349	0.0837
No activity file was given, so power comes from the tool's default toggle rates.
