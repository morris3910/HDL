`config.mk`:
```
export PLATFORM = sky130hd
export DESIGN_NAME = adder_behavior_reg
export DESIGN_NICKNAME = adder_behavior_reg
export VERILOG_FILES = /design/flow/design.v
export SDC_FILE = /design/flow/constraint.sdc
export NUM_CORES = 4
export LEC_CHECK = 1
export CORE_UTILIZATION = 30
```
`constraint.sdc`:
```
current_design adder_behavior_reg

set clk_period 14.5
set clk_io_pct 0.2

create_clock -name clk0 -period $clk_period [get_ports {clk}]

set non_clock_inputs [all_inputs -no_clocks]
set_input_delay [expr $clk_period * $clk_io_pct] -clock clk0 $non_clock_inputs
set_output_delay [expr $clk_period * $clk_io_pct] -clock clk0 [all_outputs]
```
`design.v`:
```
module D_FF_1 (q, d, clk);
    output reg q;
    input d, clk;
    always @(posedge clk) 
    begin
        q <= d;    
    end
endmodule
module D_FF (q, d, clk);
    output [31:0] q;
    input [31:0] d;
    input clk;
    genvar i;
    generate
        for (i = 0;i < 32 ; i=i+1) 
        begin : D_FF_loop
            D_FF_1 utt8 (q[i], d[i], clk);
        end
    endgenerate
endmodule
module adder_behavior (s, co, a, b, ci);
    parameter N = 32;
    output reg [N-1:0] s;
    output reg co;
    input [N-1:0] a, b;
    input ci;
    always @(*) 
    begin
        {co, s} = a + b + ci;
    end
endmodule
module adder_behavior_reg (s, co, a, b, ci, clk);
    parameter N = 32;
    output [N-1:0] s;
    output co;
    input [N-1:0] a, b;
    input ci, clk;
    wire [N-1:0] sum;
    wire c_out;
    adder_behavior utt13 (sum, c_out, a, b, ci);
    D_FF_1 utt14 (co, c_out, clk);
    D_FF utt15 (s, sum, clk);
endmodule
```
`run.sh`:
```
#!/bin/bash
# OpenROAD 26Q1-2900-gdf79404cd8, Yosys 0.63+post, stock flow scripts
make -C /OpenROAD-flow-scripts/flow DESIGN_CONFIG=/design/flow/config.mk WORK_HOME=/design/flow/orfs finish
```
==> metrics.csv <==
metric,value,unit
start_kind,input pin,
crit_type,in -> reg,
die_height,91.7,um
hpwl,4.51,mm
drt_iter0_drc,65,
fp_util,0.310,
cpPeakStageDelay,0.48,ns
crit_family,AND-OR/OR-AND gates,
h-tree-depth,2,
timing.final.crit_period,5.82,ns
tool_warnings,25,
wl_per_cell,12.4,um
avgViaCountPerCell,4.71,
holdBufCountCts,0,
drive_above_1_share,0.0355,
slew_headroom,0.678,
synth.area.top_cells,"dfxtp_1 (27%), ha_1 (16%), buf_4 (10%)",
grt_pass1_vias,1984,
ios,99,
antenna_found_initial,0,
status,finished clean,
io_buffers,98,
clk_pin_slew,0.08,ns
syn_area,2410,um^2
tritoncts,done,
synthMostInstantiatedCell,dfxtp_1,
fp.coreArea,7770,um^2
cts_resized,0,
setup_viol,0,
clkSinkCount,33,
yosys_area,2410,um^2
critPathLaunch,a[0],
drtAntennaViolNets,0,
yosys_most_used_dff,dfxtp_1,
rsz0062_at_grt,no,
cts_setup_buffers,0,
n_antenna_cell,0,
grt_overflow,0,
grt.total_usage,0.132,
edf_count,0,
postSynthSeqShare,0.274,
critPathBufInv,1,
num_rows,32,
design_area,3370,um^2
ys_types,43,
ir_drop,0.0391,mV
hold_class,in -> reg,
grt_pass1_wl,8.86,mm
slew_violations,0,
critPathMaxFanout,5,
fmax,172,MHz
crit_arrival,6.05,ns
hold_violations,0,
via_count,2071,
drc,0,
synthArstFlopShare,0,
synth_area_leader_cell,dfxtp_1,
cts.path.max_buffers,2,
grt_start_max_net_pins,11,
crit_path_top_delay_cell,or4_1,
hold_path_startpoint,ci,
die_area,8400,um^2
wirelength,5.46,mm
dr.pass1.iters,4,
leakage,0.00145,uW
syn_avg_cell_area,9.06,um^2
tightestPinTransition,0.471,ns
crit_required,14.74,ns
cap_violations,0,
synth_top_area_share,0.274,
crit_chain,clkdlybuf4s50_1 -> fa_1 -> fa_1 -> a21o_1 -> a21oi_2 -> o211ai_1 -> nand3_1 -> a32oi_2 -> a41o_1 -> or4_1 -> nand4_1,
die_w,91.7,um
gp_congestion,0.853,
cts_buffers,5,
area_growth,39.9,%
period_used_share,0.401,
syn_inst,266,
ys.flops,33,
crit_top_cell,fa_1,
ys_cells,266,
end_kind,flip-flop,
yosysWarnings,2,
p_per_area,93.4,nW/um^2
common_cells,"dfxtp_1 (33), buf_4 (32), ha_1 (31), a21o_1 (17), a21oi_1 (17)",
dpl_cell_area,3270,um^2
cts_root_buffer,clkbuf_8,
fin_tns_setup,0,ns
[cells in the final DEF (no fill, tap or decap), types with 3 or more instances in the layout]
master / count
nor2_1: 15
a31oi_1: 7
o211ai_1: 5
dfxtp_1: 33
and3_1: 3
clkbuf_8: 7
inv_1: 6
a21oi_1: 17
nand2_1: 9
o21ai_0: 12
clkdlybuf4s50_1: 98
a21o_1: 17
o21bai_1: 4
nand3_1: 6
nor3_1: 3
xor2_1: 12
ha_1: 31
nand4_1: 3
xnor2_1: 14
[metrics by stage]
step | cells | utilization | total power, uW | setup WS [ns] | hold slack [ns]
finish | 440 | 0.434 | 315 | 8.68 | 3.26
CTS | 440 | 0.434 | 320 | 8.69 | 3.25
global placement | 432 | 0.421 | 240 | 8.44 | 3.55
floorplan | 266 | - | 195 | 9.09 | 3.06
detailed placement | 432 | 0.421 | 240 | 8.39 | 3.55
global route | 440 | 0.434 | 336 | 8.56 | 3.29
[final timing paths]
kind                                          to  slack (ns)  depth (start not counted)
worst min-delay path   utt15.D_FF_loop[0].utt8.q        3.26                          2
worst max-delay path  utt15.D_FF_loop[30].utt8.q        8.68                         11
[per-layer routing]
layer | GRT usage | vias to the layer above | part of all wire
met5 | 0 | - | 0
met4 | 0.0146 | 0 | 0.015
met3 | 0.0371 | 5 | 0.073
met2 | 0.222 | 61 | 0.47
met1 | 0.177 | 917 | 0.45
li1 | - | 1088 | -
[cell type report]
class                      count  area [um^2]
clock buffer                   7         96.3
clock inverter                 1         5.00
fill                         752         4390
inverter                       6         22.5
multi-input combinational    193         1480
sequential                    33          661
tap                          102          128
timing repair buffer          98          981
[logic make-up after synthesis]
group                      count (synthesis)  share of synthesized area
AOI/OAI and AO/OA                         80                      0.227
and+or+nand+nor                           54                      0.115
buffers and inverters                     40                      0.112
adders and majority gates                 33                      0.177
DFF                                       33                      0.274
xor gates and xnor gates                  26                     0.0944
[report_power, final]
group	total (uW)	switching [uW]	internal [uW]
Clock	78.5	35.6	42.9
Sequential	116	5.03	111
Combinational	121	43.6	77.1
Total	315	84.2	231
[registers in the layout, summed over array words and instances, names as in the netlist]
register,count
utt14.q,1
utt15.D_FF_loop.utt8.q,32
No activity file was given, so power comes from the tool's default toggle rates.
