File: flow/config.mk
export PLATFORM = sky130hd
export DESIGN_NAME = adder_dataflow_reg
export DESIGN_NICKNAME = adder_dataflow_reg
export VERILOG_FILES = /design/flow/design.v
export SDC_FILE = /design/flow/constraint.sdc
export NUM_CORES = 4
export LEC_CHECK = 1
export CORE_UTILIZATION = 30
File: flow/constraint.sdc
current_design adder_dataflow_reg

set clk_period 10.9
set clk_io_pct 0.2

create_clock -name clk0 -period $clk_period [get_ports {clk}]

set non_clock_inputs [all_inputs -no_clocks]
set_input_delay [expr $clk_period * $clk_io_pct] -clock clk0 $non_clock_inputs
set_output_delay [expr $clk_period * $clk_io_pct] -clock clk0 [all_outputs]
File: flow/design.v
module D_FF_1 (q, d, clk);
    output reg q;
    input d, clk;
    always @(posedge clk) 
    begin
        q <= d;    
    end
endmodule
module D_FF (q, d, clk);
    output [31:0] q;
    input [31:0] d;
    input clk;
    genvar i;
    generate
        for (i = 0;i < 32 ; i=i+1) 
        begin : D_FF_loop
            D_FF_1 utt8 (q[i], d[i], clk);
        end
    endgenerate
endmodule
module adder_dataflow (s, co, a, b, ci);
    parameter N = 32;
    output [N-1:0] s;
    output co;
    input [N-1:0] a, b;
    input ci;
    assign {co, s} = a + b + ci;
endmodule
module adder_dataflow_reg (s, co, a, b, ci, clk);
    parameter N = 32;
    output [N-1:0] s;
    output co;
    input [N-1:0] a, b;
    input ci, clk;
    wire [N-1:0] sum;
    wire c_out;
    adder_dataflow utt9 (sum, c_out, a, b, ci);
    D_FF_1 utt10 (co, c_out, clk);
    D_FF utt11 (s, sum, clk);
endmodule
File: flow/run.sh
#!/bin/bash
# OpenROAD 26Q1-2900-gdf79404cd8, Yosys 0.63+post, stock flow scripts
make -C /OpenROAD-flow-scripts/flow DESIGN_CONFIG=/design/flow/config.mk WORK_HOME=/design/flow/orfs finish
==> out/results.txt <==
worst min-delay path category: in -> reg
filler cell count: 917
Synth async-reset ratio: 0%
placeable core area: 9200 sq um
Setup Viol. Count Final: 0
Setup TNS: 0 ns
Top Ports: 99
Pre-antenna DRT Iters: 4
slowest CP cell: fa_1
unrepaired setup endpoints after global routing: false
CTS Buf Count: 5
Lkg Pwr: 1.52 nW
Max VDD drop: 0.0000475 V
H-tree level count: 2
fmax: 0.210 GHz
worst hold slack: 2.55 ns
post-CTS setup repair buffer count: 0
required time worst endpoint: 11.13 ns
worst slew margin relative to its limit: 67.4%
yosys synthesis chip area: 2830 sq um
xor/xnor share: 7.73%
tool warning count: 25
clock root cell: clkbuf_8
number of cells in Yosys stat: 329
Compound Share, Synth: 24.7%
switching portion of total power: 28.9%
Final Hold Viols: 0
Crit Path Class: in -> reg
fin cells: 506
Routed WL per cell: 13.1 microns
die area: 9830 sq um
PwrDens: 117 nW/um^2
Reg clk slew, reported paths: 0.07 ns
worst-case clock buffer depth: 2
Die Span X: 99.2 microns
Logic family by area: AND-OR/OR-AND gates
Layout Utilization: 40.8%
sequential share of power: 35.6%
Logic pwr share: 42.8%
Synth Warn #: 1
Die Ht: 99.2 microns
Buf/Inv on CP: 1
Worst path top cell family by delay: adder cells
synth unique cells: 62
post-synthesis instance total: 329
number of global-route vias before repair: 2,366
mux share: 1.15%
Row Count: 35
CTS tree: yes
simple share: 17.1%
DR vias: 2,525
worst-path cell chain: clkdlybuf4s50_1, fa_1, fa_1, a211oi_1, o211ai_1, and3_2, o21ai_0, mux2_2, nor2_1
Clock power frac: 21.6%
ant diodes: 0
vias per inst: 4.99
Avg Cell Area, Syn: 8.61 sq um
FP Util: 30.8%
final worst path period share: 43.7%
placed instance count: 499
Routed Wire Length: 6630 microns
grt ovf: 0
most used cell, CP: fa_1
critical path launch point type: input pin
clock sinks: 33
hold_buf cts: 0
layout cells sized above 1: 6.33%
DR iter-0 viols: 49
min Tclk post-route: 4.76 ns
Max Cap Viol: 0
EDFF count, synth: 0
net switching power: 0.000127 W
gpl congestion: 0.882
worst-path fanout max: 4
adder share: 15.1%
Area growth syn-to-layout: 32.6%
P_int: 0.000311 W
antenna violations before repair: 0
Worst EP arrival: 4.99 ns
post_cts resized: 0
#FFs+latches synth: 33
HPWL Detailed: 5540 microns
Pins Over Slew Limit: 0
Hold EP: utt11.D_FF_loop[0].utt8.q
post-synthesis sequential area ratio: 23.3%
DRC: 0
run status: finished, final reports clean
post-route antenna net violation count: 0
Slew @ Worst Pin: 0.485 ns
PortBufs: 98
Power Total: 0.000438 W
Worst Hold Launch: ci
Mapped Area: 2830 sq um
first-pass GRT wire length: 10,700 microns
crit end category: flip-flop
Gate Area: 1860 sq um
Tot GR Track Use: 13.4%
pin count of the biggest net entering global routing: 11
Hold Path Cell Cnt: 2
FF/Latch Area: 661 sq um
Worst path max stage delay: 0.46 ns
top_reg_cell synth: dfxtp_1
[power by group through the flow]
stage / Combinational, W / Clock, W / Sequential [W]
CTS: 0.000189 / 0.0000998 / 0.000157
global route: 0.000207 / 0.000104 / 0.000159
finish: 0.000187 / 0.0000948 / 0.000156
[how the worst max path moves through the flow]
stage / startpoint / endpoint / slack (ns) / cells past startpoint
final: a[0] / utt11.D_FF_loop[20].utt8.q / 6.14 / 9
after CTS: a[0] / utt11.D_FF_loop[20].utt8.q / 6.12 / 9
after global routing: a[0] / utt11.D_FF_loop[20].utt8.q / 6.02 / 9
[sequential cells by signal, indices dropped and copies added (netlist names)]
signal and cells:
utt11.D_FF_loop.utt8.q 32, utt10.q 1
[cells by family (layout without fill, tap and decap cells)]
logic type,after synthesis,count (layout)
flip-flops,33,33
buffers and inverters,45,111
AND-OR/OR-AND,97,97
XOR/XNOR,25,25
adder cells (fa/ha/maj),33,33
multiplexers,3,3
AND/OR/NAND/NOR,93,93
[stage by stage]
stage                     worst slack, ns  area [sq um]
after floorplan                      6.55          2830
after global placement               5.85          3670
after detailed placement             5.83          3670
after CTS                            6.12          3750
after global routing                 6.02          3750
final                                6.14          3750
[synthesized netlist by cell type (4+ instances only)]
library cell,count,area share [%]
dfxtp_1,33,23
buf_4,32,8.5
ha_1,31,14
nand2_1,27,3.6
a21oi_1,26,4.6
xnor2_1,17,5.3
nor2_1,16,2.1
a21o_1,12,3.2
o21ai_0,11,1.9
nand3_1,9,1.6
xor2_1,8,2.5
inv_1,6,0.80
and2_1,5,1.1
nor2b_1,5,1.1
nor3_1,5,0.88
o21ai_1,5,0.88
o21a_1,4,1.1
[placed cells by master (no fill, tap or decap), drive strengths merged, types with 4 or more instances in the layout]
| cell type | count |
|---|---|
| nor2b | 5 |
| a211oi | 6 |
| clkbuf | 7 |
| inv | 6 |
| nor3 | 5 |
| xor2 | 8 |
| and2 | 5 |
| ha | 31 |
| dfxtp | 33 |
| clkdlybuf4s50 | 98 |
| nand3 | 9 |
| nor2 | 17 |
| o21ai | 16 |
| o21a | 4 |
| a21o | 12 |
| xnor2 | 17 |
| a21oi | 29 |
| nand2 | 28 |
[routing by layer]
| layer | up-vias | global-route usage (%) | routed length (microns) |
|---|---|---|---|
| met1 | 1137 | 18.8 | 3070 |
| met4 | 0 | 1.70 | 78 |
| met2 | 77 | 22.9 | 3100 |
| met5 | - | 0 | 0 |
| met3 | 8 | 2.07 | 380 |
| li1 | 1303 | - | - |
[cell type report]
type | instances | area share, %
timing repair buffer | 98 | 26.1
clock buffer | 7 | 2.30
sequential | 33 | 17.6
tap | 111 | 3.70
multi-input combinational | 251 | 49.7
inverter | 6 | 0.600
Power figures rest on the tool's default switching activity, not on a simulated workload.
